$ cat flow/design.v
module ha (a, b, sum, carry);
    input a, b;
    output sum, carry;
    assign sum = a ^ b;
    assign carry = a & b;
endmodule
module add_4bit (a, b, sum);
    input [3:0] a, b;
    output [3:0] sum;
    assign sum = a + b;
endmodule
module add_6bit (a, b, sum);
    input [5:0] a, b;
    output [5:0] sum;
    assign sum = a + b;
endmodule
module add_8bit (a, b, sum);
    input [7:0] a, b;
    output [7:0] sum;
    assign sum = a + b;
endmodule
module add_12bit (a, b, sum);
    input [11:0] a, b;
    output [11:0] sum;
    assign sum = a + b;
endmodule
module vedic_2x2 (a, b, c);
    input [1:0]a;
    input [1:0]b;
    output [3:0]c;
    wire [3:0]c;
    wire [3:0]temp;
    assign c[0]=a[0]&b[0]; 
    assign temp[0]=a[1]&b[0];
    assign temp[1]=a[0]&b[1];
    assign temp[2]=a[1]&b[1];
    ha z1(temp[0],temp[1],c[1],temp[3]);
    ha z2(temp[2],temp[3],c[2],c[3]);
endmodule
module vedic_4x4(a,b,c);
    input [3:0]a;
    input [3:0]b;
    output [7:0]c;
    wire [3:0]q0;	
    wire [3:0]q1;	
    wire [3:0]q2;
    wire [3:0]q3;	
    wire [7:0]c;
    wire [3:0]temp1;
    wire [5:0]temp2;
    wire [5:0]temp3;
    wire [5:0]temp4;
    wire [3:0]q4;
    wire [5:0]q5;
    wire [5:0]q6;
    vedic_2x2 z1(a[1:0],b[1:0],q0[3:0]);
    vedic_2x2 z2(a[3:2],b[1:0],q1[3:0]);
    vedic_2x2 z3(a[1:0],b[3:2],q2[3:0]);
    vedic_2x2 z4(a[3:2],b[3:2],q3[3:0]);
    assign temp1 ={2'b0,q0[3:2]};
    add_4bit z5(q1[3:0],temp1,q4);
    assign temp2 ={2'b0,q2[3:0]};
    assign temp3 ={q3[3:0],2'b0};
    add_6bit z6(temp2,temp3,q5);
    assign temp4={2'b0,q4[3:0]};
    add_6bit z7(temp4,q5,q6);
    assign c[1:0]=q0[1:0];
    assign c[7:2]=q6[5:0];
endmodule
$ cat flow/run.sh
#!/bin/bash
# OpenROAD 26Q1-2900-gdf79404cd8, Yosys 0.63+post, stock flow scripts
make -C /OpenROAD-flow-scripts/flow DESIGN_CONFIG=/design/flow/config.mk WORK_HOME=/design/flow/orfs finish
$ cat flow/constraint.sdc
current_design vedic_4x4

set clk_period 6.8
set clk_io_pct 0.2

create_clock -name clk0 -period $clk_period

set non_clock_inputs [all_inputs -no_clocks]
set_input_delay [expr $clk_period * $clk_io_pct] -clock clk0 $non_clock_inputs
set_output_delay [expr $clk_period * $clk_io_pct] -clock clk0 [all_outputs]
$ cat flow/config.mk
export PLATFORM = sky130hd
export DESIGN_NAME = vedic_4x4
export DESIGN_NICKNAME = vedic_4x4
export VERILOG_FILES = /design/flow/design.v
export SDC_FILE = /design/flow/constraint.sdc
export NUM_CORES = 4
export LEC_CHECK = 1
export CORE_AREA = 10 10 72 72
export DIE_AREA = 0 0 82 82
==> writeup.txt <==
The run gives 3 as the violation count after the first detailed-routing iteration. Critical path class: in2out. The synthesized netlist was found by Yosys to have 52 cells. The run gives 0 for the initial antenna violation count. Per the finish-stage timing summary, setup violations number 0. 16 I/O pins were placed. The script extracted a net switching power of 17.8 µW. In this run the tool buffered the top-level ports with 16 buffer cells. The run gives 428 for the layout filler cell count. According to the dpl log, the detail-placed design has an HPWL of 981 µm.

The run gives 115 for the filler-free cell count of the finished design. The routed layout has 385 vias. The signal on the critical path passes through clkdlybuf4s50_1, and2_1, ha_1, ha_1, ha_1, fa_1, xor2_1, fa_1, fa_1, a21o_1, a21oi_2, xnor2_1, clkdlybuf4s50_1. The number of warning messages in the logs is 32, and the post-synthesis instance area is 487 µm².

In this run the post-CTS setup repair buffer count came out at 0. The tools report the detailed-routing wirelength on met1 as 436 µm. For the number of nets with antenna violations after routing, the log shows 0.

The initial standard-cell utilization of the core was 13.2%; the instance count of the mapped netlist was 52. Setup repair after global routing left no endpoint under its margin. The flow ran to the end, and the final reports show no timing, DRC or antenna violations. The tools report the final number of hold-violating endpoints as 0. With the number of standard-cell rows in the floorplan at 22, the worst-case setup margin in the final layout is 0.297 ns. The area growth from synthesis to layout is 43.7%. The post-route cell area was 699 µm²; the sequential group share of total power was 0%. The worst setup path is launched from a primary input. The clock tree buffer count of the final layout is 0, and the wire length of the first global-routing pass is 1790 µm.

The sort of element at the end of the critical path is an output pin. Timing would allow up to 154 MHz. The area of the die was 6720 µm²; the per-cell routed wire length was 8.66 µm. The detailed-route wire length is 996 µm, and the pre-CTS worst setup slack is 0.256 ns. For the post-route setup TNS, the log shows 0 ns. The worst min-delay path category is in2out.

Internal power comes to 34.0 µW. Per the placement report, the placed cell count is 115. The die width came out at 82 µm. In the synthesis report, Yosys lists the chip area as 487 µm². Subtracting the final worst setup slack from the clock period gives 6.50 ns. After synthesis, the cell types taking the most area are ha_1 (41%), and2_1 (21%), fa_1 (16%). The met2 wire length was 481 µm.

Post-synthesis area per instance: 9.36 µm². The largest driver fanout on the critical path is 4. Among all stages on the critical path, the largest delay is contributed by fa_1. The number of global-route vias before repair was 404. The run gives 3.71 ns for the worst hold slack after final layout. With the synthesis warning total at 0, the global router's overall resource usage is 3.23%.

The chip height works out to 82 µm. Global routing finished with a remaining overflow of 0. The run gives 5 as the largest net degree at the start of global routing. In this run, post-CTS hold repair placed 0 buffers.

The net switching fraction of the power came out at 34.4%. The area taken by flip-flops and latches is 0 µm². In the finished design the tool counted flip-flops and latches totalling 0.

The distinct cell type count of the synthesized netlist was 11. Per report_power, the combinational group accounts for 100.0% of the total. Clock share of power: 0%. The worst-case max-slew headroom was logged as 88.3%. Fraction of final layout cells with drive strength greater than 1: 1.49%. The final antenna diode tally reported by the flow is 0. The logs give 51.8 µW for the overall power after layout and 0 for the post-route DRC violation count. The tools report the number of pins exceeding their max-slew limit in the final report as 0. After synthesis, the largest area contributor takes up 41.1% of total cell area.

The synthesis run shows the most used standard cells to be and2_1 (16), ha_1 (16), fa_1 (4), inv_1 (4), xnor2_1 (3). The core region is 3690 µm². The transition time recorded at the tightest slew-check pin is 0.174 ns. The logs give 0.352 nW for the leakage power figure and 5.14 ns for the endpoint arrival time on the critical path. Dividing total power by cell area gives a power density of 74.1 nW/µm².

The core utilization of the finished layout is 19.0%. The top routing layer in use was met3. The run gives 13.7 µV as the peak supply drop. The tools report the final weighted congestion in routability-driven placement as 0.731.

The standard cell area after detailed placement was 699 µm². The tools report the tally of max-capacitance violations as 0. The portion of the post-synthesis area used by sequential elements was 0%. The critical path's largest stage delay works out to 0.49 ns.

For this run, the detailed router reports a per-instance via density of 3.35. The detailed router reports a met3 wire length of 77 µm. The cell type that accounts for the most area after synthesis is ha_1.

The data required time of the critical path is 5.44 ns, and the number of gates resized after cts is 0. The final clock period utilization by the worst path is 95.6%. The run gives 2 for the first-pass iteration count of the detailed router.
per-layer routing:
| metal | vias to the layer above | global-route usage (%) |
|---|---|---|
| met5 | - | 0 |
| met4 | 0 | 0 |
| met3 | 0 | 0.881 |
| met2 | 8 | 5.56 |
| met1 | 174 | 4.19 |
| li1 | 203 | - |
cells by family (layout without fill, tap and decap cells):
| logic type | Yosys count | after routing | synth area share [%] |
|---|---|---|---|
| compound gates | 5 | 5 | 6.94 |
| fa+ha+maj | 20 | 20 | 57.6 |
| buf+inv | 5 | 20 | 4.63 |
| simple gates | 17 | 17 | 21.9 |
| xor+xnor | 5 | 5 | 9.00 |
layout make-up:
type / instances / area, µm² / area share, %
Timing Repair Buffer: 16 / 160 / 22.9
Multi-Input combinational cell: 47 / 464 / 66.4
Tap cell: 48 / 60.1 / 8.59
Inverter: 4 / 15.0 / 2.15
critical path: cells and delay by family:
| family | cells | cell delay, ns |
|---|---|---|
| compound gates | 2 | 0.34 |
| fa+ha+maj | 6 | 2.03 |
| xor+xnor | 2 | 0.31 |
| buf+inv | 2 | 0.94 |
| simple gates | 1 | 0.18 |
cell usage in the layout (no fill, tap or decap):
cell type,Yosys,layout
fa_1,4,4
clkdlybuf4s50_1,0,16
xor2_1,2,2
a21o_1,2,2
a21oi_1,2,2
nor2b_1,1,1
ha_1,16,16
xnor2_1,3,3
a21oi_2,1,1
and2_1,16,16
inv_1,4,4
worst paths after layout:
| check | from | end | slack [ns] | depth (start not counted) |
|---|---|---|---|---|
| worst max-delay path | a[1] | c[7] | 0.30 | 13 |
| worst min-delay path | b[0] | c[0] | 3.71 | 3 |
power by group through the flow:
stage / combinational (mW) / sequential [mW] / clock (mW)
5_1_grt: 0.0608 / 0 / 0
4_1_cts: 0.0543 / 0 / 0
6_report: 0.0518 / 0 / 0
Power and IR drop assume default switching activity.
