## /design/flow/design.v

```verilog
module gabung_coba(
    input wire [3:0] a,
    input wire [3:0] b,
    output wire [7:0] c,
    output wire cout
);
wire [3:0] s1; wire [3:0] s2; wire [3:0] s3; wire [3:0] s4; wire [3:0] s5; wire [3:0] s6; wire [3:0] s7; wire [3:0] s9;
wire s8;
wire cout_s5; wire cout_s6;
wire cin = 1'b0;   
vedic_2x2 vedicmcc_1(a[1:0],b[1:0],s1);
vedic_2x2 vedicmcc_2(a[3:2],b[1:0],s2);
vedic_2x2 vedicmcc_3(a[1:0],b[3:2],s3);
vedic_2x2 vedicmcc_4(a[3:2],b[3:2],s4);
assign c[1:0] = s1[1:0];
mcc_adder #(4) MCC_4bit_1(s2, s3, s5, cout_s5);
assign s7 = {2'b00,s1[3:2]};
mcc_adder #(4) MCC_4bit_2(s7, s5, s6, cout_s6);
assign c[3:2] = s6[1:0];
assign s8 = cout_s5 | cout_s6;
assign s9 = {1'b0,s8,s6[3:2]};
mcc_adder #(4) MCC_4bit_3(s9, s4, c[7:4], cout);
endmodule
module full_adder #(parameter N = 4)(
    input wire A,
    input wire B,
    input wire Cin,
    output wire Sum,
    output wire Cout
);
assign Sum = A ^ B ^ Cin;
assign Cout = (A & B) | (B & Cin) | (Cin & A);
endmodule
module gen_propagate #(parameter N = 4)(
    input wire A,
    input wire B,
    output wire G,
    output wire P
);
assign G = A & B;
assign P = A | B;
endmodule
module mcc_adder #(parameter N = 4)(
    input wire [N-1:0] A,
    input wire [N-1:0] B,
    output wire [N-1:0] Sum,
    output wire Cout
);
wire [N-1:0] G, P;
wire [N:0] C;
assign C[0] = 1'b0;
gen_propagate #(N) GP[0:N-1] (.A(A), .B(B), .G(G), .P(P));
genvar i;
generate
    for (i = 0; i < N; i = i + 1) begin
        assign Sum[i] = A[i] ^ B[i] ^ C[i];
        assign C[i+1] = (A[i] & B[i]) | (B[i] & C[i]) | (C[i] & A[i]);
    end
endgenerate
assign Cout = C[N];
endmodule
module ha (a, b, sum, carry);
    input a, b;
    output sum, carry;
    assign sum = a ^ b;
    assign carry = a & b;
endmodule
module add_4bit (a, b, sum);
    input [3:0] a, b;
    output [3:0] sum;
    assign sum = a + b;
endmodule
module add_6bit (a, b, sum);
    input [5:0] a, b;
    output [5:0] sum;
    assign sum = a + b;
endmodule
module add_8bit (a, b, sum);
    input [7:0] a, b;
    output [7:0] sum;
    assign sum = a + b;
endmodule
module add_12bit (a, b, sum);
    input [11:0] a, b;
    output [11:0] sum;
    assign sum = a + b;
endmodule
module vedic_2x2 (a, b, c);
    input [1:0]a;
    input [1:0]b;
    output [3:0]c;
    wire [3:0]c;
    wire [3:0]temp;
    assign c[0]=a[0]&b[0]; 
    assign temp[0]=a[1]&b[0];
    assign temp[1]=a[0]&b[1];
    assign temp[2]=a[1]&b[1];
    ha z1(temp[0],temp[1],c[1],temp[3]);
    ha z2(temp[2],temp[3],c[2],c[3]);
endmodule
module vedic_4x4(a,b,c);
    input [3:0]a;
    input [3:0]b;
    output [7:0]c;
    wire [3:0]q0;	
    wire [3:0]q1;	
    wire [3:0]q2;
    wire [3:0]q3;	
    wire [7:0]c;
    wire [3:0]temp1;
    wire [5:0]temp2;
    wire [5:0]temp3;
    wire [5:0]temp4;
    wire [3:0]q4;
    wire [5:0]q5;
    wire [5:0]q6;
    vedic_2x2 z1(a[1:0],b[1:0],q0[3:0]);
    vedic_2x2 z2(a[3:2],b[1:0],q1[3:0]);
    vedic_2x2 z3(a[1:0],b[3:2],q2[3:0]);
    vedic_2x2 z4(a[3:2],b[3:2],q3[3:0]);
    assign temp1 ={2'b0,q0[3:2]};
    add_4bit z5(q1[3:0],temp1,q4);
    assign temp2 ={2'b0,q2[3:0]};
    assign temp3 ={q3[3:0],2'b0};
    add_6bit z6(temp2,temp3,q5);
    assign temp4={2'b0,q4[3:0]};
    add_6bit z7(temp4,q5,q6);
    assign c[1:0]=q0[1:0];
    assign c[7:2]=q6[5:0];
endmodule
```

## /design/flow/run.sh

```bash
#!/bin/bash
# OpenROAD 26Q1-2900-gdf79404cd8, Yosys 0.63+post, stock flow scripts
make -C /OpenROAD-flow-scripts/flow DESIGN_CONFIG=/design/flow/config.mk WORK_HOME=/design/flow/orfs finish
```

## /design/flow/config.mk

```make
export PLATFORM = sky130hd
export DESIGN_NAME = gabung_coba
export DESIGN_NICKNAME = gabung_coba
export VERILOG_FILES = /design/flow/design.v
export SDC_FILE = /design/flow/constraint.sdc
export NUM_CORES = 4
export LEC_CHECK = 1
export CORE_AREA = 10 10 71 71
export DIE_AREA = 0 0 81 81
```

## /design/flow/constraint.sdc

```tcl
current_design gabung_coba

set clk_period 4.7
set clk_io_pct 0.2

create_clock -name clk0 -period $clk_period

set non_clock_inputs [all_inputs -no_clocks]
set_input_delay [expr $clk_period * $clk_io_pct] -clock clk0 $non_clock_inputs
set_output_delay [expr $clk_period * $clk_io_pct] -clock clk0 [all_outputs]
```

==> summary.rpt <==
FLOORPLAN
-----------------------------------------------------------------------------------------------------------------
Top Ports ..........................................................................................           17
Die extent in y ....................................................................................        81 um
Overall chip area ..................................................................................  0.00656 mm2
Effective utilization at floorplan .................................................................        0.132
Row count ..........................................................................................           22
Placeable Area .....................................................................................  0.00363 mm2
Floorplan die width ................................................................................        81 um

ROUTING
-----------------------------------------------------------------------------------------------------------------
Aggregate routed wire length .......................................................................      1030 um
DRC violations left ................................................................................            0
Vias after detailed routing ........................................................................          390
Antenna violation net count after detailed routing .................................................            0
Total antenna diodes in the routed design ..........................................................            0
TritonRoute pass-1 iters ...........................................................................            1
Count of routing violations after the opening detailed-route iteration .............................            0
Post-detailed-route via-to-cell ratio ..............................................................         3.10
Routed len/inst ....................................................................................      8.17 um

STA
-----------------------------------------------------------------------------------------------------------------
Slew headroom ......................................................................................        0.860
Tightest Pin Transition ............................................................................     0.210 ns
Final WS setup .....................................................................................    -0.149 ns
Total setup violations reported at the end of the flow .............................................            3
Max Slew Vio Count .................................................................................            0
Minimum clock period ...............................................................................      4.85 ns
Final cycle utilization of the critical path .......................................................         1.03
Maximum frequency from static timing analysis ......................................................      206 MHz
Final tally of hold violations .....................................................................            0
Unrepaired setup endpoints after global routing ....................................................         true

POWER AND IR DROP
-----------------------------------------------------------------------------------------------------------------
Peak supply drop ...................................................................................      28.9 uV
Part of the total power dissipated in the clock network ............................................            0
Standby leakage power ..............................................................................     0.384 nW
Internal power of the cells ........................................................................      50.9 uW
Combinational fraction of design power .............................................................        1.000
Power Density ......................................................................................  98.8 mW/mm2
Flop pwr share .....................................................................................            0
Switching power ....................................................................................      30.9 uW
Share of total power consumed by net switching .....................................................        0.378

CELLS AND AREA
-----------------------------------------------------------------------------------------------------------------
Number of sequential cells in the layout ...........................................................            0
Register area ......................................................................................        0 um2
Proportion of layout cells with a drive suffix above 1 .............................................        0.538
Synthesis-to-finish area growth ....................................................................        72.4%
Final std cell area, no fill .......................................................................      828 um2
Layout clock buffer count ..........................................................................            0
Share of the core filled with cells ................................................................        0.228

LOGIC SYNTHESIS
-----------------------------------------------------------------------------------------------------------------
Cell Type Count ....................................................................................            6
Ao+oa area frac ....................................................................................            0
Cell area leaders .................................................................................. sky130_fd_sc_hd__ha_1 (36%), sky130_fd_sc_hd__fa_1 (25%), sky130_fd_sc_hd__and2_1 (21%)
Area fraction in mux cells .........................................................................            0
Cell count after synthesis .........................................................................           57
Yosys xor share ....................................................................................            0
Yosys chip area ....................................................................................      480 um2
Cell type contributing the most total cell area after synthesis .................................... sky130_fd_sc_hd__ha_1
Top-count cell post-synth .......................................................................... sky130_fd_sc_hd__inv_1
Post-synthesis cell count from yosys ...............................................................           57
Dominant cell area share ...........................................................................        0.365
Post-synthesis instance area .......................................................................      480 um2
YS warnings ........................................................................................            0
Average cell area after synthesis ..................................................................     8.43 um2
Share of synthesized area occupied by flip-flops and latches .......................................            0
Synth cell count leaders ........................................................................... sky130_fd_sc_hd__inv_1 (19), sky130_fd_sc_hd__and2_1 (16), sky130_fd_sc_hd__ha_1 (14)
Simple share .......................................................................................        0.221
Arithmetic-cell share of the synthesized area counting full adders, half adders and majority gates .        0.615
Dominant kind of combinational cell ................................................................  adder cells

WORST HOLD PATH
-----------------------------------------------------------------------------------------------------------------
Hold wc startpoint .................................................................................         b[0]
Hold worst-path end ................................................................................         c[0]
HP Class ...........................................................................................       in2out
Depth of the worst hold-timing path ................................................................            3

WORST SETUP PATH
-----------------------------------------------------------------------------------------------------------------
Critical Path AT ...................................................................................      3.91 ns
Critical path class ................................................................................       in2out
Top Family by Delay on Critical Path ...............................................................  adder cells
Endpoint required time on the critical path ........................................................      3.76 ns
Buffers and inverters on the worst path ............................................................            6
Critical path capture point type ...................................................................   output pin
Delay of the slowest cell on the worst path ........................................................      0.50 ns
Nature of the critical path startpoint .............................................................   input port
Critical-path top delay cell ....................................................................... sky130_fd_sc_hd__fa_1
Critical Path Fanout Max ...........................................................................            4
Critical path, cell by cell ........................................................................ buf_8, and2_4, ha_4, fa_2, inv_2, fa_2, fa_1, inv_2, ha_4, inv_2, fa_2, fa_2, inv_2, ha_4, buf_2

GLOBAL ROUTING
-----------------------------------------------------------------------------------------------------------------
Pin count of the biggest net entering global routing ...............................................            5
Global-route usage over all layers .................................................................       0.0355
Vias in the first global route .....................................................................          471
Number of antenna violations at the first check in global routing ..................................            0
Wire length of the first global-routing pass .......................................................      1980 um
Grt ovf ............................................................................................            0

OUTCOME
-----------------------------------------------------------------------------------------------------------------
Violations in the final reports .................................................................... setup timing
Run status ......................................................................................... finished, violations left

PLACED DESIGN
-----------------------------------------------------------------------------------------------------------------
Standard cell area after detailed placement ........................................................      746 um2
Global placement routability congestion ............................................................        0.758
Count of input and output buffers ..................................................................           17
Final HPWL DP ......................................................................................       960 um
Pre-CTS worst setup slack ..........................................................................    -0.965 ns

JOB
-----------------------------------------------------------------------------------------------------------------
Count of warning messages emitted by the tools .....................................................           34
Number of max-capacitance violations reported ......................................................            0

CLOCKING
-----------------------------------------------------------------------------------------------------------------
Number of hold-repair buffers added at the cts stage ...............................................            0
Buffers inserted during post-CTS setup optimization ................................................            0

[metrics by stage]
step	hold slack (ns)	instances	setup TNS [ns]	power [mW]
finish	2.51	126	-0.314	0.0818
global route	2.55	126	-0.578	0.0976
CTS	2.55	126	-0.455	0.0816
detailed placement	2.89	126	-3.52	0.0768
global placement	2.91	126	-3.52	0.0769
floorplan	1.95	57	0	0.0291
[worst min-delay path, cell delays in order]
cell,delay [ns]
sky130_fd_sc_hd__buf_6,0.10
sky130_fd_sc_hd__and2_1,0.12
sky130_fd_sc_hd__clkdlybuf4s50_1,0.41
[layout by cell type (no fill, tap or decap)]
cell                               n
sky130_fd_sc_hd__dlygate4sd2_1     1
sky130_fd_sc_hd__buf_4             5
sky130_fd_sc_hd__buf_8             1
sky130_fd_sc_hd__and2_1           12
sky130_fd_sc_hd__ha_2              2
sky130_fd_sc_hd__clkdlybuf4s50_1   5
sky130_fd_sc_hd__and2_4            4
sky130_fd_sc_hd__buf_2             3
sky130_fd_sc_hd__buf_6             7
sky130_fd_sc_hd__ha_4              5
sky130_fd_sc_hd__fa_1              1
sky130_fd_sc_hd__fa_2              5
sky130_fd_sc_hd__nor2b_1           1
sky130_fd_sc_hd__inv_1             9
sky130_fd_sc_hd__inv_2            10
sky130_fd_sc_hd__ha_1              7
[power by group through the flow]
| stage | Sequential, mW | Combinational (mW) | Clock, mW |
|---|---|---|---|
| after CTS | 0 | 0.0816 | 0 |
| after global routing | 0 | 0.0976 | 0 |
| final | 0 | 0.0818 | 0 |
[logic make-up (layout without fill, tap and decap cells)]
group	Yosys count	after routing
adders and majority gates	20	20
buffers and inverters	20	41
and+or+nand+nor	17	17
[routing by layer]
layer / global-route usage / wire, um
met1: 0.0393 / 398
met2: 0.0661 / 523
met3: 0.0145 / 108
met4: 0 / 0
met5: 0 / 0
[final cells by class]
class,instances,area (um2)
inverter,19,71.3
fill,398,2810
multi-input combinational,37,492
tap,48,60.1
timing repair buffer,22,205
[worst max-delay path by stage]
stage | start | endpoint | slack, ns | depth (start not counted)
final | a[2] | c[7] | -0.15 | 15
after CTS | b[2] | c[7] | -0.20 | 15
after global routing | a[2] | c[7] | -0.23 | 15
[timing repair]
item	in CTS	in global routing
gates resized	69	9
endpoints found under the setup margin	5	3
pin swaps	15	6
Power and IR drop assume default switching activity.
