File: flow/design.v
module memory_1bit (
    input d,
    input reset,
    input clock,
    input enable,
    output q, done
);
reg d_reg;
always @(posedge clock or posedge reset) begin
    if (reset) begin
        d_reg <= 1'b0;
    end else begin
        d_reg <= d;
    end
end
assign q = d_reg;
endmodule
module memory_8bit (
    input [7:0] a,
    input [7:0] w,
    input reset, 
    input clock,
    output reg [7:0] q,
    output reg done,
    input enable
);
reg [7:0] d;
always @(posedge clock or posedge reset) begin
    if (reset) begin
        done <= 1'b0;
        d <= 8'b0;
    end else begin
        if (enable) begin
        d <= a;
        done <= 1'b1;
        end
    end
    if (d != 8'h01)begin 
        q <= d;
        done <= 1'b1;
    end else begin 
        q <= w;
        done <= 1'b1;
    end
end
endmodule
module memory_16bit (
    input [15:0] d,          
    input reset,
    input clock,
    input enable,
    output [15:0] q,        
    output done
);
reg [15:0] q_reg;
reg done_reg;
always @(posedge clock or posedge reset) begin
    if (reset) begin
        q_reg <= 16'b0;
        done_reg <= 1'b0;
    end else begin
        if (enable) begin
            q_reg <= d;
            done_reg <= 1'b1;
        end
    end
end
assign q = q_reg;
assign done = done_reg;
endmodule
File: flow/run.sh
#!/bin/bash
# OpenROAD 26Q1-2900-gdf79404cd8, Yosys 0.63+post, stock flow scripts
make -C /OpenROAD-flow-scripts/flow DESIGN_CONFIG=/design/flow/config.mk WORK_HOME=/design/flow/orfs finish
File: flow/config.mk
export PLATFORM = sky130hd
export DESIGN_NAME = memory_16bit
export DESIGN_NICKNAME = memory_16bit
export VERILOG_FILES = /design/flow/design.v
export SDC_FILE = /design/flow/constraint.sdc
export NUM_CORES = 4
export LEC_CHECK = 1
export CORE_AREA = 10 10 82 82
export DIE_AREA = 0 0 92 92
File: flow/constraint.sdc
current_design memory_16bit

set clk_period 1.5
set clk_io_pct 0.2

create_clock -name clk0 -period $clk_period [get_ports {clock}]

set non_clock_inputs [all_inputs -no_clocks]
set_input_delay [expr $clk_period * $clk_io_pct] -clock clk0 $non_clock_inputs
set_output_delay [expr $clk_period * $clk_io_pct] -clock clk0 [all_outputs]
==> notes.md <==
Implementation summary

The flow ran to the end, and the final reports show no timing, DRC or antenna violations. In the finished design, the share of the clock period the worst path needs comes to 0.918. Of the post-synthesis cell area, the dominant cell type holds 0.625. The number of setup buffers added after CTS is 0. The leakage component of the power was reported as 0.490 nW.

For this run, the final setup violation count is recorded as 0. The length of the first detailed-routing pass in iterations is 2. The internal reg-to-reg setup slack is 740 ps. The dominant cell type by area after synthesis is sky130_fd_sc_hd__dfrtp_1. The floorplan step set the die width to 92 um. The most common logic cells in the final layout are sky130_fd_sc_hd__clkdlybuf4s50_1 (35), sky130_fd_sc_hd__dfrtp_1 (17), sky130_fd_sc_hd__mux2_4 (9).

The number of cells on the worst reg-to-reg path is 1. The share of post-route cells with drive strength above 1 is 0.299. Traced cell by cell, the critical path runs through clkdlybuf4s50_1. The most common logic cell in the final layout is sky130_fd_sc_hd__clkdlybuf4s50_1. The global placer's final weighted congestion is 0.717. The later pin in the worst-skew pair is clocked with a latency of 240 ps. Of all nets on the critical path, the largest fanout is 2. The number of flip-flops under the largest register name is 16.

The stage-log warning count is 25. The main area contributors are sky130_fd_sc_hd__dfrtp_1 (63%), sky130_fd_sc_hd__mux2_4 (20%), sky130_fd_sc_hd__mux2_2 (12%). The global routing report lists combined usage of all routing layers as 0.0419. The number of antenna violations at the first check in global routing was 0. Detailed-route iteration 0 reported a violation count of 5. The via density per instance is 3.05. Counting the warning lines in the Yosys log gives 1.

The number of global-route vias before repair came to 503. Compared with the post-synthesis result, the final layout area differs by 73.5%. Of the total power, registers draw 0.488. The max-slew violation count is 0. The internal power summed over all cells is 0.000859 W.

Buffers inserted during clock tree synthesis total 3. In the post-route report, total wirelength is listed as 1.73 mm. Counting endpoints that fail hold in the final report gives 0. The row count is 26. From bottom edge to top edge, the die measures 92 um.

The met2 routed wirelength is 814 um. The analysis attributes to net switching a power of 0.000213 W. On the critical path the data arrives at 1080 ps. Setup repair after global routing left no endpoint under its margin.

The number of buffers and inverters on the critical path is 1. CTS reports a maximum clock tree buffer depth of 2. Looking at the max-slew report, the worst-margin pin has a slew of 211 ps.

STA classifies the critical path endpoint as a primary output. The timing-limited maximum frequency is 726 MHz. The worst-case IR drop observed on VDD is 428 uV. The clock group share of total power is 0.307. After synthesis the cells add up to 681 um2. Per the OpenROAD floorplan log, the area of the die is 8460 um2. The total DRC errors in the routed layout is 0. Power comes to 0.00107 W. Post-CTS repair ended up resizing 0 cells. Of the synthesized area, sequential elements account for 0.625.

After routing, the total negative slack on setup checks comes to 0 ps. The count of mapped cells out of synthesis is 37. The area recorded from the Yosys report for this design is 681 um2.

The first global-routing pass estimated 2.77 mm of wire. The routed wirelength on the met1 layer is recorded as 661 um. The worst min-delay path category is in -> async. The quantity of hold-fixing buffers added after cts is 0. The script computed the net switching share of total power as 0.198. The sum of met3 wire segment lengths after detailed routing is 252 um. The detail route stage leaves a number of antenna-violating nets equal to 0. The required time at the worst endpoint is listed as 1200 ps. Measured against its own limit, the worst slew margin works out to 0.859. The clock-pin slew on the worst setup and hold paths is 60 ps. The number of different library cells used by synthesis comes to 7.

The number of input and output port buffers inserted is 35. According to the I/O placement log, the pin count is 36. The share of total power dissipated in combinational logic is 0.205. In this run the mean area of a mapped cell was 18.4 um2.

Dividing the detail-routed wire length by the instance count gives 11.8 um. The total global routing overflow is 0. The library cell used as clock root buffer is sky130_fd_sc_hd__clkbuf_8.

The total inserted antenna cells is 0. The timing report attributes the biggest portion of critical-path delay to buffers and inverters. The placed wire-length estimate after detailed placement is 1.53 mm. The slowest stage of the critical path belongs to the cell sky130_fd_sc_hd__clkdlybuf4s50_1.

On the worst path, the slowest cell contributes a delay of 480 ps. The number of sinks handled by clock tree synthesis is 17. The maximum number of pins on one net before global-route repair is 15. Per the CTS log, the maximum H-tree level is 1. The synthesis stat section lists a flop and latch total of 17. Routed signal wires occupy layers up through met3. After layout, the setup clock skew is reported as 0 ps.

The final route contains 448 vias. For the worst reg-to-reg path, the endpoint reported by OpenROAD is q_reg[11]. The smallest clock period supported by the final layout is computed as 1380 ps.

The number of cell instances after yosys synthesis is 37. The power per cell area is 908 nW/um2. The worst setup path is launched from a register. The startpoint identified for the worst register-to-register timing path is q_reg[11]. The core region area is 5070 um2. In the setup report, the worst path falls into the class reg -> out. The TritonCTS clock tree is done. The max-capacitance violation count is 0. The floorplan-stage core utilization is 0.134.
[area by class of cell]
cell class	count	area, um2
Inverter	1	3.75
Fill cell	556	3890
Multi-Input combinational cell	17	220
Tap cell	70	87.6
Timing Repair Buffer	38	398
Clock inverter	1	5.00
Clock buffer	3	41.3
Sequential cell	17	425
[cell usage after synthesis]
library cell              number
sky130_fd_sc_hd__dfrtp_1      17
sky130_fd_sc_hd__mux2_4        9
sky130_fd_sc_hd__mux2_2        7
sky130_fd_sc_hd__buf_12        1
sky130_fd_sc_hd__buf_6         1
sky130_fd_sc_hd__inv_1         1
sky130_fd_sc_hd__or2_1         1
[routing by layer]
layer | global-route usage | vias up
met1 | 0.0438 | 218
li1 | - | 208
met2 | 0.0682 | 22
met5 | 0 | -
met4 | 0.00257 | 0
met3 | 0.0329 | 0
[per-stage QoR]
stage	hold slack, ps	utilization	setup slack (ps)	cells	area [um2]
global route	293	0.233	48.6	147	1180
CTS	260	0.233	91.7	147	1180
detailed placement	447	0.224	34.6	143	1130
finish	263	0.233	123	147	1180
global placement	445	0.224	46.7	143	1130
floorplan	226	-	538	37	681
[worst max path at each step]
| stage | start | endpoint | slack, ps | depth (start not counted) |
|---|---|---|---|---|
| 5_1_grt | q_reg[13] | q[13] | 50 | 1 |
| 4_1_cts | q_reg[3] | q[3] | 90 | 1 |
| 6_report | q_reg[8] | q[8] | 120 | 1 |
[power groups by stage]
stage                 Sequential [W]  Clock [W]  Combinational [W]
after CTS                   0.000525   0.000352           0.000227
after global routing        0.000531   0.000371           0.000240
final                       0.000523   0.000329           0.000219
[cells by family after synthesis]
kind of cell	share of synthesized area
flops	0.625
simple gates	0.00920
mux	0.314
buf+inv	0.0515
No activity file was given, so power comes from the tool's default toggle rates.
